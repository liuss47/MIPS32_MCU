==> design.v <==
module reg_group (
    input wire clk,
    input wire rst,
    input wire w_en,
    input wire[4:0] w_add,
    input wire[31:0] w_data,
    input wire reg1_en,
    input wire[4:0] reg1_add,
    output reg[31:0] data_reg1,
    input wire reg2_en,
    input wire[4:0] reg2_add,
    output reg[31:0] data_reg2
);
    reg[31:0] regs[0:32 - 1];
    always @(posedge clk) 
    begin
        if (rst == 1'b0)
        begin
            if((w_en == 1'b1) && (w_add != 5'h0))
            begin
                regs[w_add] <= w_data;
            end
        end
    end
    always @(*) 
    begin
        if(rst == 1'b1)
        begin
            data_reg1 <= 32'h00000000;
        end
        else if(reg1_add == 5'h0)
            begin
                data_reg1 <=32'h00000000;
            end
        else if((reg1_add == w_add) && (w_en == 1'b1) && (reg1_en == 1'b1)) 
            begin
                data_reg1 <= w_data;
            end
        else if(reg1_en == 1'b1)
            begin
                data_reg1 <= regs[reg1_add];
            end
        else
            begin
                data_reg1 <= 32'h00000000;
            end
    end
    always @(*) 
    begin
        if(rst == 1'b1)
        begin
            data_reg2 <= 32'h00000000;
        end
        else if(reg2_add == 5'h0)
            begin
                data_reg2 <=32'h00000000;
            end
        else if((reg2_add == w_add) && (w_en == 1'b1) && (reg2_en == 1'b1)) 
            begin
                data_reg2 <= w_data;
            end
        else if(reg2_en == 1'b1)
            begin
                data_reg2 <= regs[reg2_add];
            end
        else
            begin
                data_reg2 <= 32'h00000000;
            end
    end
endmodule
==> run.sh <==
#!/bin/bash
# OpenROAD 26Q1-2900-gdf79404cd8, Yosys 0.63+post, stock flow scripts
make -C /OpenROAD-flow-scripts/flow DESIGN_CONFIG=/design/flow/config.mk WORK_HOME=/design/flow/orfs finish
==> config.mk <==
export PLATFORM = sky130hd
export DESIGN_NAME = reg_group
export DESIGN_NICKNAME = reg_group
export VERILOG_FILES = /design/flow/design.v
export SDC_FILE = /design/flow/constraint.sdc
export NUM_CORES = 4
export LEC_CHECK = 1
export CORE_UTILIZATION = 40
==> constraint.sdc <==
current_design reg_group

set clk_period 7.0
set clk_io_pct 0.2

create_clock -name clk0 -period $clk_period [get_ports {clk}]

set non_clock_inputs [all_inputs -no_clocks]
set_input_delay [expr $clk_period * $clk_io_pct] -clock clk0 $non_clock_inputs
set_output_delay [expr $clk_period * $clk_io_pct] -clock clk0 [all_outputs]
==> results.cfg <==
; synthesis and place-and-route metrics
[critical_path]
critical_path.endpoint = data_reg2[24]
worst-path-max-fanout = 10
worstSetupPathType = in2out
setup.worst_path.start = w_add[1]
cp.arrival_ps = 4740
start_kind = input port
worstPathRequired_ps = 5600
cp-end-kind = primary output

[timing]
setup_tns_ps = 0
period_used_share = 0.8776
setup_violations = 0
grt_setup_unrepaired = false
finalCriticalPeriod_ps = 6143
fmax_ghz = 0.1628
hold_violations = 0
worstMarginPinSlew_ps = 954.3
max_slew_margin = 0.3623
slew_violations = 0

[route]
wire_per_inst_um = 34.91
viasPerCell = 6.508
drt_iter0_markers = 1681
wl_um = 145300
drcViolationCount = 0
firstDrtPassIters = 5
vias = 27086
postRouteAntennaNets = 0

[final_layout]
largest-register = regs
fillers = 9426
drive_above_1_share = 0.3132
area_delta_synth_final_pct = 15.83
largest_register_ffs = 1024
reg_top3 = regs (1024)

[power]
p_leak_nw = 17.37
p_per_area_nw_per_um2 = 254.7
ir_drop_v = 0.0002006
finalPower_mw = 13.96

[cts]
cts_inserted_buffers = 106
clkTransAtPathRegs_ps = 60
cts_tree = done
cts_buffer_depth = 3
cts_hold_buf = 0
clock_tree.root_cell = clkbuf_16
cts_setup_buffers = 0
cts_resized = 0
clkSinkCount = 1024
htreeDepth = 3

[logic_synthesis]
async_flop_share = 0
syn-instance-count = 2365
ys_chip_area_sq_um = 47330
synth_area_leader_cell = edfxtp_1
synth-main-ff-cell = edfxtp_1
edf_count = 1024
synth_top_area_share = 0.6497
netlist_top_cells_count = edfxtp_1 (1024), mux4_2 (484), mux2i_1 (124)
ys_seq_share = 0.6497
synth.most_common_cell = edfxtp_1
yosys_cells = 2365
syn_area_sq_um = 47330
yosysWarningCount = 1
avgSynthCellArea_sq_um = 20.01
synth_cell_types = 38
ys_ff = 1024
synth.area.top_cells = edfxtp_1 (65%), mux4_2 (23%), mux2i_1 (2.6%)

[floorplan]
core_sq_um = 116700
rows = 125
die_h_um = 346.0
num_io_pins = 116
die_w_um = 346.0
fp_util = 0.4057
die_area_sq_um = 119700

[global_routing]
grt_pass1_wl_um = 210200
grt_overflow = 0
grt_max_degree = 83
grt_usage = 0.2694
grt_pass1_vias = 30881
antenna_found_initial = 6

[flow_run]
tool_warnings = 26
cap_violations = 0

[place]
hpwl_um = 84770
io_buffers = 115
gp_congestion = 0.8948

[status]
status = completed

[hold_path]
min_path_type = in2reg
==> per-layer routing <==
metal	GRT usage	part of all wire	wire, um	up-vias
met5	0.03641	0.0037	542	-
met3	0.2563	0.21	31140	306
met1	0.3045	0.31	44510	13502
met2	0.3689	0.45	64720	2465
li1	-	-	-	10789
met4	0.06376	0.030	4381	24
==> power by group <==
group	internal [mW]	leakage, nW	switching, mW
registers	6.80	9.24	0.0241
clock network	3.61	1.79	2.38
logic	0.503	6.34	0.643
total	10.9	17.4	3.04
==> worst max-delay path, cell delays in order <==
cell and delay (ps):
clkdlybuf4s50_1 670, xnor2_1 140, nand4_1 250, o2111ai_4 380, buf_4 350, nor3_1 670
a221o_1 340, clkdlybuf4s50_1 510
==> worst min path at each step <==
stage,to,slack (ps),depth (start not counted),start
global route,regs[6][21],1550,2,w_data[21]
finish,regs[0][1],1550,2,w_data[1]
CTS,regs[12][2],1520,2,w_data[2]
==> cell type report <==
cell class	instances	area [sq um]	share of cell area
clock buffers	128	2799	0.05105
flip-flops and latches	1024	30750	0.5609
multi-input cells	1168	16080	0.2933
clock inverters	67	889.6	0.01623
diodes	1	2.502	0.00004565
well taps	1524	1907	0.03478
inverters	4	15.01	0.0002739
repair buffers	246	2380	0.04341
==> cells by family (layout without fill, tap and decap cells) <==
| logic type | Yosys count | count (layout) | share of synthesized area |
|---|---|---|---|
| AOI/OAI and AO/OA | 354 | 354 | 0.05425 |
| xor gates and xnor gates | 10 | 10 | 0.001850 |
| buffers and inverters | 204 | 445 | 0.02009 |
| DFF | 1024 | 1024 | 0.6497 |
| muxes | 608 | 608 | 0.2565 |
| other | 1 | 33 | 0.00007923 |
| and+or+nand+nor | 164 | 164 | 0.01750 |
==> metrics by stage <==
stage | cell area (sq um) | std cells | hold slack (ps) | utilization | setup slack, ps
2_1_floorplan | 47450 | 2396 | 1499 | - | 2263
3_3_place_gp | 51130 | 3966 | 2228 | 0.4382 | 958.2
3_5_place_dp | 51130 | 3966 | 2247 | 0.4382 | 1001
4_1_cts | 54820 | 4161 | 1521 | 0.4699 | 972.6
5_1_grt | 54820 | 4161 | 1555 | 0.4699 | 722.3
6_report | 54820 | 4162 | 1549 | 0.4699 | 856.6
==> placed cells by master, fill, tap and decap left out, types with 3 or more instances in the layout <==
cell type,Yosys,layout
a211oi_1,6,6
clkinv_4,0,3
mux4_2,484,484
clkinv_2,0,14
nor2_4,0,32
o22ai_1,90,90
bufinv_16,0,21
a221o_1,18,18
buf_4,5,112
nand3_1,5,5
buf_12,0,19
nor3_1,32,30
a21oi_1,64,64
a22oi_1,64,64
clkbuf_16,0,109
xnor2_1,10,10
nor2b_1,37,35
o221ai_1,60,60
nor2_1,51,18
nand2_1,10,8
clkdlybuf4s50_1,0,107
a211o_1,46,46
conb_1,1,32
or2_2,2,3
inv_1,3,3
buf_6,12,3
clkbuf_1,107,19
mux2i_1,124,124
clkinv_1,1,23
edfxtp_1,1024,1024
nor4_1,14,14
Power figures rest on the tool's default switching activity, not on a simulated workload.
